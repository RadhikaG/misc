### flow/run.sh
#!/bin/bash
# OpenROAD 26Q1-2900-gdf79404cd8, Yosys 0.63+post, stock flow scripts
make -C /OpenROAD-flow-scripts/flow DESIGN_CONFIG=/design/flow/config.mk WORK_HOME=/design/flow/orfs finish
### flow/config.mk
export PLATFORM = sky130hd
export DESIGN_NAME = arbiter
export DESIGN_NICKNAME = arbiter
export VERILOG_FILES = /design/flow/design.v
export SDC_FILE = /design/flow/constraint.sdc
export NUM_CORES = 4
export LEC_CHECK = 1
export CORE_AREA = 10 10 70 70
export DIE_AREA = 0 0 80 80
### flow/constraint.sdc
current_design arbiter

set clk_period 1.3
set clk_io_pct 0.2

create_clock -name clk0 -period $clk_period [get_ports {clk}]

set non_clock_inputs [all_inputs -no_clocks]
set_input_delay [expr $clk_period * $clk_io_pct] -clock clk0 $non_clock_inputs
set_output_delay [expr $clk_period * $clk_io_pct] -clock clk0 [all_outputs]
### flow/design.v
module requester
#(
    parameter DATA_WIDTH = 8
)
(
    input clk,
    input ready,
    output valid,
    output read_writeBar,
    output [7:0] addr,  
    inout [DATA_WIDTH - 1:0] data
);
endmodule
module round_robin
#(
    parameter NUM_REQUESTERS = 2
)
(
    input clk,
    input rst,
    input ready,
    input [NUM_REQUESTERS - 1:0] requesters,  
    output [NUM_REQUESTERS - 1:0] valid  
);
    reg [NUM_REQUESTERS - 1:0] grant_req;
    reg [NUM_REQUESTERS - 1:0] previous_request;
    wire [NUM_REQUESTERS - 1:0] mask_previous;
    wire [NUM_REQUESTERS - 1:0] select_grant;
    wire [NUM_REQUESTERS - 1:0] isolate_lsb;
    wire [NUM_REQUESTERS - 1:0] win;
    assign valid = grant_req;
    assign mask_previous = requesters & ~((previous_request - 1) | previous_request);  
    assign select_grant = mask_previous & (~mask_previous + 1);  
    assign isolate_lsb = requesters & (~requesters + 1);  
    assign win = mask_previous != 0 ? select_grant : isolate_lsb;  
    always @(posedge clk or posedge rst)
    begin
        if(rst == 1)
        begin
            previous_request <= 0;
            grant_req <= 0;
        end
        else if(ready == 1)
        begin
            if(win != 0)
            begin
                previous_request <= win;
            end
            else
            begin
                previous_request <= previous_request;
            end
            grant_req <= win;
        end
        else if(ready == 0)
        begin
            previous_request <= previous_request;
            grant_req <= grant_req;
            grant_req <= win;
        end
    end
endmodule
module arbiter
#(
    parameter NUM_REQUESTERS = 2,
    parameter DATA_WIDTH = 8,
    parameter TRANSACTION_TYPE = 0  
)
(
    input clk,
    input rst,
    input [NUM_REQUESTERS - 1:0] requesters,  
    output [NUM_REQUESTERS - 1:0] valid,  
    output reg ready  
);
    parameter BURST_LENGTH = 2;
    round_robin 
    #(
        .NUM_REQUESTERS(NUM_REQUESTERS)
    )
    rr_arb
    (
        .clk(clk), 
        .rst(rst), 
        .requesters(requesters), 
        .valid(valid),
        .ready(ready)
    );
    integer burst_count;
    always @(posedge clk)
    begin
        ready <= 0;  
        if(TRANSACTION_TYPE == 0)  
        begin
            ready <= 1;
        end
        else  
        begin
            if((valid & requesters == valid) && (burst_count < (BURST_LENGTH + 1)))
            begin
                ready <= 0;
                burst_count = burst_count + 1;
            end
            else
            begin
                ready <= 1;
                burst_count = 0;
            end
        end
    end
endmodule
module top_level;
parameter NUM_REQUESTERS = 3;
parameter DATA_WIDTH = 4;
reg clk, rst, ready;
wire [NUM_REQUESTERS - 1:0] request_init_list;  
wire [NUM_REQUESTERS - 1:0] request_grant_list;  
wire [NUM_REQUESTERS - 1:0] read_writeBar_list;
wire [DATA_WIDTH - 1:0] req_data[NUM_REQUESTERS - 1:0];
wire [DATA_WIDTH - 1:0] data;
requester
#(
    .DATA_WIDTH(DATA_WIDTH)
)
r0
(
    .clk(clk),
    .ready(request_grant_list[0]),
    .valid(request_init_list[0]),
    .data(req_data[0]),
    .read_writeBar(read_writeBar_list[0])
);
requester
#(
    .DATA_WIDTH(DATA_WIDTH)
)
r1
(
    .clk(clk),
    .ready(request_grant_list[1]),
    .valid(request_init_list[1]),
    .data(req_data[1]),
    .read_writeBar(read_writeBar_list[1])
);
requester
#(
    .DATA_WIDTH(DATA_WIDTH)
)
r2
(
    .clk(clk),
    .ready(request_grant_list[2]),
    .valid(request_init_list[2]),
    .data(req_data[2]),
    .read_writeBar(read_writeBar_list[2])
);
arbiter
#(
    .DATA_WIDTH(DATA_WIDTH),
    .NUM_REQUESTERS(NUM_REQUESTERS)
)
arb
(
    .clk(clk),
    .rst(rst),
    .requesters(request_grant_list),
    .valid(request_init_list),
    .ready(ready)
);
endmodule
==> notes.md <==
fresh numbers from the pnr run: status finished, final reports clean, CTS-repair resized insts 2, clock-pin slew on the worst setup and hold paths 0.04 ns, Rows 21, chip height 80 um, clock root buffer clkbuf_4, crit-path leading delay family flip-flops, Top area cell types dfrtp_1 (62%), nand2b_4 (8.5%), a21oi_1 (6.2%), a22o_1 (5.4%), buf_4 (4.6%), Post-DRT Antenna Nets 0, Register Area 100 um2, IO Port Bufs 5, Syn Area/Cell 11.6 um2, Registers, synthesis 4, post-route minimum period 1.09 ns, most frequent logic cell in the layout dfrtp_1, Cell Type Count 9, CTS Buffer Depth 2, vias in the first global route 129, Post-Route WL 394 um, 1st-iter DRT viols 4, clk_skew 0.00147 ns, CP max FO 1, number of I/O pins 7, crit path DAT 0.83 ns, Core ar. 0.00342 mm2, die width 80 um, PwrDens 1250 mW/mm2, Post-DP HPWL 317 um, Largest stage delay, worst path 0.35 ns, # hold bufs at CTS 0, CTS tree built, P&R area growth vs syn 73.8%, H-tree depth 1, Comb gate area 47.5 um2, setup TNS 0 ns, RSZ-0062 raised after global routing false, Critical path buffers and inverters 1, clk latency of the worst-skew pair 0.24 ns, kind of start point of the critical path register, Max-Cap Viols 0, Synth Seq Share 61.5%, pin count of the biggest net entering global routing 5, vias after detailed routing 119, Netlist Area Pre-Place 163 um2, Yosys top cell by area dfrtp_1, # Cells Yosys 14, Tool Warnings 25, crit-path cells dlygate4sd2_1, Setup Buffers After CTS 0, Yosys Chip Area 163 um2, total CTS buffers 3, DRT Pass-1 Iters 4, Final Setup Violations 0, Leakage 0.000119 uW, GRT Util Overall 1.44%, Ys Warns 2, drt via density 1.78, Top cell area share 61.5%, Crit. End Element output port, Final Wtd Congestion 0.663, GRT Residual Overflow 0, FP Core Util 4.76%, die area 0.00640 mm2, fraction of layout cells with a size suffix above 1 19.0%, Cells after Synth 14, Final Core Density 8.28%, Tcrit/Tclk final 83.7%, Antenna diodes 0, CP Class register to output port, fmax 919 MHz, initial antenna violation count 0, DR DRC count 0, HP Class input port to async pin, Data required, critical path 1.04 ns, Fill cells 408, peak supply drop 440 uV, first-pass GRT wire length 648 um, final hold viol count 0, Slew Viols, Final 0, Avg WL per Cell 5.88 um, critical path's slowest cell dfrtp_1, Top Layout Cells dfrtp_1 (4), clkbuf_4 (3), clkdlybuf4s50_1 (3), Clock Sinks 4
cell type report:
class | count | share of cell area [%]
clock buffer | 3 | 7.96
timing repair buffer | 5 | 16.8
multi-input combinational | 7 | 16.8
inverter | 2 | 2.65
sequential | 4 | 35.4
tap | 46 | 20.4
power by group:
| part | internal (uW) | switching [uW] |
|---|---|---|
| Combinational | 29.1 | 17.6 |
| Sequential | 140 | 8.35 |
| Clock | 103 | 53.8 |
| Total | 272 | 79.8 |
final timing paths:
kind	endpoint	cells after the start	slack, ns	start
min in group clk0	rr_arb.previous_request[1]	2	0.52	rr_arb.previous_request[1]
hold reg to reg	rr_arb.previous_request[1]	2	0.52	rr_arb.previous_request[1]
max in group asynchronous	rr_arb.grant_req[0]	2	0.93	rst
hold / removal	rr_arb.previous_request[0]	2	0.22	rst
setup / recovery	valid[1]	1	0.21	rr_arb.grant_req[1]
setup reg to reg	rr_arb.previous_request[0]	2	0.49	rr_arb.previous_request[1]
layer usage:
| metal | routed length (um) | vias to the layer above | global-route usage [%] |
|---|---|---|---|
| li1 | - | 56 | - |
| met2 | 78 | 13 | 0.883 |
| met5 | 0 | - | 0 |
| met4 | 10 | 0 | 0.528 |
| met1 | 220 | 48 | 2.14 |
| met3 | 84 | 2 | 1.82 |
per-stage QoR:
step	worst slack [ns]	power [uW]	instance area, um2	hold slack [ns]	std cells
after floorplan	0.521	175	163	0.0261	14
after global placement	0.183	199	263	0.453	64
after detailed placement	0.167	202	263	0.474	64
after CTS	0.190	362	283	0.223	67
after global routing	0.163	387	283	0.237	67
final	0.212	352	283	0.222	67
synthesized netlist by cell type:
master,instances
buf_4,1
dfrtp_1,4
nand2b_4,1
a21oi_1,2
inv_1,2
nor2_1,1
conb_1,1
o21a_1,1
a22o_1,1
state kept, by name, indices dropped and copies added (netlist names):
name,flops
rr_arb.previous_request,2
rr_arb.grant_req,2
cell families after synthesis:
kind of cell           after synthesis  share of synthesized area (%)
AOI/OAI and AO/OA                    4                           16.2
buffers and inverters                3                           9.23
DFF                                  4                           61.5
other                                1                           2.31
and+or+nand+nor                      2                           10.8
Power and IR drop assume default switching activity.
